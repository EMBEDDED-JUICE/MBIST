`config.mk`:
```
export PLATFORM = sky130hd
export DESIGN_NAME = bist
export DESIGN_NICKNAME = bist
export VERILOG_FILES = /design/flow/design.v
export SDC_FILE = /design/flow/constraint.sdc
export NUM_CORES = 4
export LEC_CHECK = 1
export CORE_UTILIZATION = 50
```
`constraint.sdc`:
```
current_design bist

set clk_period 11.0
set clk_io_pct 0.2

create_clock -name clk0 -period $clk_period [get_ports {clk}]

set non_clock_inputs [all_inputs -no_clocks]
set_input_delay [expr $clk_period * $clk_io_pct] -clock clk0 $non_clock_inputs
set_output_delay [expr $clk_period * $clk_io_pct] -clock clk0 [all_outputs]
```
`design.v`:
```
module bist #(
	parameter size = 6,
	parameter length = 8
) (
	input logic start,
	input logic rst,
	input logic clk,
	input logic csin,
	input logic rwbarin,
	input logic opr,
	input logic [size-1:0] address,
	input logic [length-1:0] datain,
	output logic [length-1:0] dataout,
	output logic fail
);
logic [9:0] q;
logic NbarT;
logic rwbar;
assign rwbar = (NbarT) ? q[6]: rwbarin;
logic cs;
assign cs = (NbarT) ? 1'b1 : csin;
logic [5:0] mux_a_6bit;
multiplexer #(.WIDTH(6)) MUX_A (
	.normal_in(address),
	.bist_in(q[5:0]),
	.NbarT(NbarT),
	.out(mux_a_6bit)
);
logic [7:0] data_t;
decoder dcdr_inst1 (
	.q(q[9:7]),
	.data_t(data_t)
);
logic ld;
logic counter_cout;
counter #(.length(10)) cntr_inst1 (
	.d_in(10'b0),
	.clk(clk),
	.ld(ld),
	.u_d(1'b1),
	.cen(NbarT),
	.q(q),
	.cout(counter_cout)
);
logic [7:0] mux_d_8bit;
multiplexer #(.WIDTH(8)) MUX_D (
	.normal_in(datain),
	.bist_in(data_t),
	.NbarT(NbarT),
	.out(mux_d_8bit)
);
controller cont_inst1l(
	.start(start),
	.rst(rst),
	.clk(clk),
	.cout(counter_cout),
	.NbarT(NbarT),
	.ld(ld)
);
sram sram_inst1(
	.ramin(mux_d_8bit),
	.ramaddr(mux_a_6bit),
	.rwbar(rwbar),
	.cs(cs),
	.clk(clk),
	.ramout(dataout)
);
logic gt,eq, lt;
comparator comp_init1 (
	.data_t(data_t),
	.ramout(dataout),
	.gt(gt),
	.eq(eq),
	.lt(lt)
	);
	always_comb begin
		if(NbarT && opr) begin
			if((rwbarin && ~eq) || (q[6] && ~eq)) fail = 1;
			else fail = 0;
		end
	else fail = 0;
end
endmodule
module comparator (
    input  logic [7:0] data_t,
    input  logic [7:0] ramout,
    output logic       gt,
    output logic       eq,
    output logic       lt
);
    always_comb begin
        eq = (data_t == ramout);
        gt = (data_t > ramout);
        lt = (data_t < ramout);
    end
endmodule
module controller (
    input logic start,
    input logic rst,
    input logic clk,
    input logic cout,
    output logic NbarT,
    output logic ld
);
typedef enum logic {RESET, TEST} state_t;
state_t state, next_state;
always_ff @(posedge clk) begin :FSM
    if (rst) 
        state <= RESET;
    else 
        state <= next_state;
end    
always_comb begin : next_state_logic
    case (state)
        RESET: next_state = start ? TEST : RESET;
        TEST: next_state = cout ? RESET : TEST;
        default: next_state = RESET;
    endcase
end
assign NbarT = (state == TEST);
assign ld = (state == RESET);
endmodule
module counter #(
    parameter length = 10
)(
    input  logic [length-1:0] d_in,
    input  logic              clk,
    input  logic              ld,
    input  logic              u_d,
    input  logic              cen,
    output logic [length-1:0] q,
    output logic              cout
);
    always_ff @(posedge clk) begin
        if (cen) begin
            if (ld) begin
                q <= d_in;
                cout <= 1'b0;
            end 
            else if (u_d) begin
                if (q == {length{1'b1}}) begin
                    q <= '0;
                    cout <= 1'b1;
                end else begin
                    q <= q + 1'b1;
                    cout <= 1'b0;
                end
            end 
            else begin
                if (q == '0) begin
                    q <= {length{1'b1}};
                    cout <= 1'b1;
                end 
                else begin
                    q <= q - 1'b1;
                    cout <= 1'b0;
                end
            end
        end
    end
endmodule
module decoder (
    input logic [2:0] q,
    output logic [7:0] data_t
);
always_comb begin 
    case (q)
        3'b000: data_t = 8'b10101010;
        3'b001: data_t = 8'b01010101;
        3'b010: data_t = 8'b11110000;
        3'b011: data_t = 8'b00001111;
        3'b100: data_t = 8'b00000000;
        3'b101: data_t = 8'b11111111; 
        default: data_t = 8'bx;
    endcase
end
endmodule
module multiplexer #(
    parameter WIDTH = 8
)(
    input  logic [WIDTH-1:0] normal_in,
    input  logic [WIDTH-1:0] bist_in,
    input  logic             NbarT,
    output logic [WIDTH-1:0] out
);
assign out = NbarT ? bist_in : normal_in;
endmodule
module sram (
    input logic [5:0] ramaddr,
    input logic [7:0] ramin,
    input logic rwbar,
    input logic clk,
    input logic cs,
    output logic [7:0] ramout
);
logic [7:0] ram [63:0];  
logic [5:0] addr_reg;  
always_ff @(posedge clk) begin
    if (cs) begin
        addr_reg <= ramaddr;
        if (!rwbar) begin
            ram[ramaddr] <= ramin;
        end
    end
end
assign ramout = (cs && rwbar) ? ram[addr_reg] : 0;
endmodule
```
`run.sh`:
```
#!/bin/bash
# OpenROAD 26Q1-2900-gdf79404cd8, Yosys 0.63+post, stock flow scripts
make -C /OpenROAD-flow-scripts/flow DESIGN_CONFIG=/design/flow/config.mk WORK_HOME=/design/flow/orfs finish
```
==> changes_impl.md <==
### Implementation results

- Status: completed
- Max Slew Vio Count: 0
- Clock Latency Late Sink: 600 ps
- Depth of the CTS H-tree: 2
- Cell area power density: 186 nW/um^2
- Setup repair bufs after CTS: 0
- Synth flops: 536
- Slew HR: 36.1%
- Worst Path Arrival: 5150 ps
- VDD IR max: 97.8 uV
- Max stage delay cell, worst path: dfxtp_4
- Post_cts resized: 0
- Antenna Cells: 0
- CP endpoint kind: primary output
- Critical path's top delay family: buffers and inverters
- CTS tree: yes
- Area leader share: 74.6%
- Fin. Hold Viols: 0
- Peak Freq: 136 MHz
- Routability cong.: 0.920
- Number of enable flip-flop cells: 529
- Buf/Inv on CP: 3
- Yosys Chip Area: 21,300 um^2
- Total power draw: 0.00446 W
- Final setup viols: 0
- HPWL Detailed: 31,000 um
- Vias in the first global route: 11,600
- Total track usage: 27.3%
- Initial drt markers: 765
- Skew final: 18.1 ps
- Worst-Margin Slew: 955 ps
- Stage-log warning count: 25
- Commonest flop: edfxtp_1
- Switching share of power: 23.5%
- Worst EP required: 8800 ps
- Worst hold path type: reg -> reg
- Worst path max stage delay: 790 ps
- Final Cycle Share: 66.8%
- Pint: 0.00341 W
- Cell chain of the critical path: buf_12 -> buf_4 -> mux4_2 -> a22oi_1 -> a21oi_1 -> a211oi_1 -> nor3_1 -> o2bb2ai_1 -> a41oi_2 -> clkdlybuf4s50_1
- Pin count of the biggest net entering global routing: 66
- Drt total wl: 51,000 um
- Crit Path Class: reg -> out
- Switching power: 0.00105 W
- I/O pins: 29
- Core ar.: 41,900 um^2
- Clock network fraction of total power: 37.7%
- Fillers: 3,084
- Share of layout cells above drive strength 1: 19.4%
- IO Port Bufs: 28
- Full die area: 43,400 um^2
- Die X: 208 um
- Synth-to-layout area growth: 12.4%
- Mapped Area: 21,300 um^2
- Die height: 208 um
- CTS max path bufs: 3
- Seq share, synth: 75.2%
- Pre-Repair DR Iteration Count: 5
- GRT overflow: 0
- Vias: 10,700
- Initial antenna violation count: 0
- Largest register FFs: 512
- Largest area contributor in the netlist: edfxtp_1
- Clock sinks: 536
- Antenna Violating Nets Remaining: 0
- Syn Area/Cell: 19.0 um^2
- Synth cell types: 55
- Clock transition at the registers of the reported paths: 60 ps
- Leak: 7.70 nW
- Crit path max fanout: 65
- Cell area leaders: edfxtp_1, mux4_2, mux2i_1, nor2_1, nand2_1
- RSZ-0062 raised after global routing: false
- Yosys Instances: 1,122
- Setup TNS: 0 ps
- FP Rows: 75
- Number of synthesis warnings: 6
- Period minus WS final: 7350 ps
- Routed WL per cell: 28.7 um
- First-pass GRT wire length: 75,900 um
- Startpoint Class: flip-flop
- Flop pwr share: 51.9%
- Async SR Flop Fraction: 0%
- Post-Syn Instances: 1,122
- Util after Layout: 57.1%
- Cts bufs inserted: 54
- DRC viols: 0
- Combinational share of power: 10.4%
- Hold Buf Count CTS: 0
- Post-DR vias/cell: 6.05
- Max_cap viols: 0
- Fp_density: 50.8%
- Clock Root Buffer: clkbuf_16
cell families after synthesis:
family	after synthesis	synth area share, %
flip-flops	536	75.2
buffers and inverters	72	1.84
XOR/XNOR	7	0.288
AND/OR/NAND/NOR	225	4.63
AND-OR/OR-AND	121	4.00
multiplexers	160	14.0
adder cells (fa/ha/maj)	1	0.0587
cells in the mapped netlist (5+ instances only):
| cell | instances |
|---|---|
| buf_6 | 9 |
| mux2i_1 | 49 |
| o21ai_0 | 14 |
| a22oi_1 | 25 |
| nand3_1 | 17 |
| a21oi_1 | 25 |
| a22o_1 | 6 |
| edfxtp_1 | 529 |
| buf_2 | 10 |
| dfxtp_1 | 7 |
| inv_1 | 18 |
| and2_1 | 6 |
| and3_1 | 5 |
| nand2_1 | 54 |
| nor2b_1 | 10 |
| o22ai_1 | 6 |
| clkbuf_1 | 24 |
| nand2b_1 | 8 |
| nor3_1 | 7 |
| a211oi_1 | 5 |
| a221oi_1 | 10 |
| buf_4 | 5 |
| mux4_2 | 109 |
| nor2_1 | 104 |
worst reg2reg max path, stage by stage, from the launching register on:
cell and delay [ps]:
dfxtp_2 310, buf_4 460, mux2i_1 640, inv_1 230, nor2_1 190, nand2_1 420, nor2_1 880
area by class of cell:
type / count / area, um^2 / share of cell area (%)
Clock buffer: 69 / 1410 / 5.88
Clock inverter: 28 / 189 / 0.789
Inverter: 19 / 71.3 / 0.298
Multi-Input combinational cell: 514 / 4970 / 20.8
Sequential cell: 536 / 16000 / 66.9
Tap cell: 539 / 674 / 2.82
Timing Repair Buffer: 69 / 601 / 2.51
per-stage QoR:
stage	hold WS (ps)	std cells	setup WS, ps	area, um^2
finish	498	1774	3650	24000
global route	517	1774	3320	24000
CTS	492	1774	3620	24000
detailed placement	478	1677	3890	22400
global placement	471	1677	3980	22400
floorplan	461	1122	5340	21300
path summary, 6_finish.rpt:
| check | cells past startpoint | start | endpoint | slack, ps |
|---|---|---|---|---|
| worst min-delay path | 2 | sram_inst1.addr_reg[4] | flip-flop | 500 |
| worst min register to register | 2 | sram_inst1.addr_reg[4] | flip-flop | 500 |
| worst max-delay path | 10 | flip-flop | fail | 3650 |
| worst max register to register | 6 | cont_inst1l.state | sram_inst1.ram[58][6] | 7490 |
power by group through the flow:
stage	Combinational, W	Clock, W	Sequential [W]
6_report	0.000461	0.00168	0.00231
4_1_cts	0.000463	0.00171	0.00232
5_1_grt	0.000495	0.00179	0.00232
metal layers:
| layer | vias up | track usage [%] | part of all wire, % |
|---|---|---|---|
| met2 | 550 | 38.6 | 47 |
| li1 | 4692 | - | - |
| met4 | 2 | 5.49 | 2.4 |
| met1 | 5416 | 41.8 | 37 |
| met5 | - | 0.890 | 0.078 |
| met3 | 75 | 16.1 | 13 |
layout by cell type, fill, tap and decap left out, drive strengths merged, types with 3 or more instances in the layout:
cell type / instances
nor2: 104
nor3: 7
nand2b: 8
nor2b: 10
edfxtp: 529
nor4: 4
a22oi: 25
nand2: 54
clkbuf: 69
o211ai: 3
clkinv: 25
a211o: 3
mux2i: 49
and2: 6
and3: 5
xnor2: 4
nand3: 17
buf: 41
a22o: 6
dfxtp: 7
a211oi: 5
xor2: 3
inv: 19
or2: 4
o21ai: 17
o22ai: 6
clkdlybuf4s50: 28
a21oi: 25
a221oi: 10
mux4: 109
Power figures rest on the tool's default switching activity, not on a simulated workload.
